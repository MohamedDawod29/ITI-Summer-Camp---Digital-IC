==> flow/config.mk <==
export PLATFORM = sky130hd
export DESIGN_NAME = Instruction_Memory
export DESIGN_NICKNAME = Instruction_Memory
export VERILOG_FILES = /design/flow/design.v
export SDC_FILE = /design/flow/constraint.sdc
export NUM_CORES = 4
export LEC_CHECK = 1
export CORE_AREA = 10 10 70 70
export DIE_AREA = 0 0 80 80
export SYNTH_MEMORY_MAX_BITS = 65536
==> flow/design.v <==
module Instruction_Memory#(parameter depth = 256, width = 32)(
    input wire[$clog2(depth)-1 : 0] A,
    output wire[width-1 : 0] RD
    );
    reg [width-1 : 0] memory [depth-1 : 0];
    assign RD = memory[A];
    initial begin
    memory[0] = 32'h00700093;   
	memory[1] = 32'h00100113;   
	memory[2] = 32'h00100193;   
	memory[3] = 32'h00000013;   
	memory[4] = 32'h00000013;   
	memory[5] = 32'h00310063;   
	memory[6] = 32'h00000013;   
	memory[7] = 32'h006300e3;   
	memory[8] = 32'h00528133;   
	memory[9] = 32'h00118193;   
	memory[10] = 32'hff5ff06f;  
	memory[11] = 32'h00318093;  
	memory[12] = 32'hffcff06f;  
	memory[13] = 32'h00002023;  
	memory[14] = 32'h00000013;  
    memory[0] = 32'h03200093;  
		memory[1] = 32'h03600113;  
		memory[2] = 32'b000000010100_00000_001_00011_0010011; 
		memory[3] = 32'b0000000_00011_00011_010_00000_0100011;  
		memory[4] = 32'b0000000_00001_00011_010_00100_0100011;  
		memory[5] = 32'b0000000_00010_00011_010_01000_0100011;  
		memory[6] = 32'b000000000000_00011_010_00001_0000011;  
		memory[7] = 32'b000000000100_00011_010_00010_0000011;  
    memory[8] = 32'b0000000_00010_00011_010_00000_0100011;  
		memory[9] = 32'b000000000000_00011_010_00001_0000011;  
		memory[10] = 32'h00008067;  
    end
endmodule
==> flow/run.sh <==
#!/bin/bash
# OpenROAD 26Q1-2900-gdf79404cd8, Yosys 0.63+post, stock flow scripts
make -C /OpenROAD-flow-scripts/flow DESIGN_CONFIG=/design/flow/config.mk WORK_HOME=/design/flow/orfs finish
==> flow/constraint.sdc <==
current_design Instruction_Memory

set clk_period 1.3
set clk_io_pct 0.2

create_clock -name clk0 -period $clk_period

set non_clock_inputs [all_inputs -no_clocks]
set_input_delay [expr $clk_period * $clk_io_pct] -clock clk0 $non_clock_inputs
set_output_delay [expr $clk_period * $clk_io_pct] -clock clk0 [all_outputs]
==> flow report <==
SETUP PATH
----------------------------------------------------------------------------------
Highest cell delay on the worst timing path                                0.16 ns
Cell chain of the critical path                                       buf_12 -> inv_8 -> ha_4 -> and3_4 -> buf_6 -> a21o_1 -> buf_2
Highest net fanout along the worst path                                          4
Critical Path RT                                                           1.04 ns
Worst path arrival time                                                    1.08 ns
Critical Setup Path Class                                             input pin to primary output
Setup crit start                                                              A[1]
End point of the critical path                                              RD[25]
Crit start category                                                      input pin
Slowest stage cell on the critical path                               sky130_fd_sc_hd__and3_4
Critical Path End Type                                                primary output

FINISH
----------------------------------------------------------------------------------
Area of all placed cells without fillers                              0.00103 mm^2
Most common logic cell in the routed design                           sky130_fd_sc_hd__buf_2
Number of sequential cells                                                       0
Number of clock buffers in the layout                                            0
Area growth from synthesis to final layout                                    122%
Share of final-layout standard cells stronger than drive strength 1          75.5%
Core Util, Final                                                             30.2%
Seq. cell area                                                              0 um^2
Most instantiated logic cells after routing                           sky130_fd_sc_hd__buf_2 (26), sky130_fd_sc_hd__buf_6 (17), sky130_fd_sc_hd__buf_4 (16), sky130_fd_sc_hd__ha_4 (4)

TIMING
----------------------------------------------------------------------------------
Crit path setup slack, layout                                           -0.0376 ns
Period utilisation layout                                                     103%
Setup repair after global routing missed its margin                           true
Time the worst path needs with I/O delays and setup                        1.34 ns
Max-slew violation total from the final report                                   0
Max Freq                                                                   748 MHz
Number of endpoints failing setup at the final stage                             5
Final Hold Vio Count                                                             0

PLACE
----------------------------------------------------------------------------------
Instance area after placement                                             817 um^2
Number of port buffers                                                          33
Post-detail-place hpwl                                                     1300 um
Placer congestion estimate                                                   0.741

ROUTING
----------------------------------------------------------------------------------
Total inserted antenna cells                                                     0
Iteration-0 DRC Markers                                                          2
WL per Instance                                                            12.5 um
Number of remaining DRC errors                                                   0
Number of iterations in the first detailed-routing pass                          2
Total length of routed wires                                               1950 um
Vias/cell                                                                     3.58
Count of nets left with antenna violations after detail routing                  0
Total number of vias                                                           559

OUTCOME
----------------------------------------------------------------------------------
Violated checks                                                       setup timing
Status                                                                finished with violations

JOB
----------------------------------------------------------------------------------
Count of warning messages emitted by the tools                                  43
Count of max-cap constraint violations                                           0

DIE
----------------------------------------------------------------------------------
Horizontal die dimension                                                     80 um
Core area                                                             0.00342 mm^2
Floorplan utilization                                                        13.6%
Number of rows in the core area                                                 21
Die Y-Extent                                                                 80 um
IO Count                                                                        40
Chip Area                                                             0.00640 mm^2

POWER AND IR DROP
----------------------------------------------------------------------------------
Worst voltage drop across the vdd grid                                     81.9 uV
Switching power                                                           0.113 mW
Share of total power consumed by net switching                               38.7%
Fraction of power consumed by sequential logic                                  0%
Static power due to leakage                                               0.556 nW
Internal                                                                  0.178 mW
Fraction of power consumed by combinational cells                           100.0%
Power density normalized to cell area                                  282 mW/mm^2
Clk pwr share                                                                   0%

YOSYS
----------------------------------------------------------------------------------
Yosys Instances                                                                 62
Chip area from the yosys synthesis statistics                             465 um^2
Gate count after technology mapping                                             62
Sequential area share after synthesis                                           0%
Count of different cell masters after synthesis                                 26
Yosys Warn Count                                                                 1
Synthesized area per cell                                                7.51 um^2
Synthesized cell area                                                     465 um^2

MIN PATH
----------------------------------------------------------------------------------
HP Class                                                              input pin to primary output

GLOBAL ROUTE
----------------------------------------------------------------------------------
Vias in the first global route                                                 598
Number of antenna violations at the first check in global routing                0
Total gr overflow                                                                0
Largest net degree at the start of global routing                                7
Wire length of the first global-routing pass                               3150 um
Total routing usage reported by global routing                               5.75%

CLOCKING
----------------------------------------------------------------------------------
Post-CTS Hold Buffers                                                            0

[logic make-up after synthesis]
kind of cell | count (synthesis) | share of synthesized area (%)
AND-OR/OR-AND | 12 | 18.5
buffers and inverters | 22 | 34.7
other | 2 | 1.61
adder cells (fa/ha/maj) | 6 | 16.1
multiplexers | 4 | 9.68
XOR/XNOR | 2 | 3.76
AND/OR/NAND/NOR | 14 | 15.6
[power by group through the flow]
stage                 clock network (mW)  registers [mW]  logic [mW]
after global routing                   0               0       0.317
after CTS                              0               0       0.277
final                                  0               0       0.291
[per-layer routing]
metal / global-route usage, % / vias to the layer above / wire, um
li1: - / 285 / -
met1: 7.40 / 259 / 881
met2: 9.79 / 15 / 915
met3: 1.70 / 0 / 148
met4: 0 / 0 / 0
met5: 0 / - / 0
[final cells by class]
| class | instances | area (um^2) |
|---|---|---|
| fillers | 349 | 2380 |
| inverters | 4 | 27.5 |
| multi-input cells | 41 | 429 |
| well taps | 46 | 57.6 |
| repair buffers | 65 | 517 |
[worst max-delay path, delay by kind of cell]
kind	cells	cell delay [ns]
and+or+nand+nor	1	0.16
buffers and inverters	4	0.35
AOI/OAI and AO/OA	1	0.15
adders and majority gates	1	0.14
[how the worst min path moves through the flow]
stage / from / end / slack, ns / depth (start not counted)
finish: A[1] / RD[13] / 0.90 / 4
global route: A[2] / RD[15] / 0.93 / 4
CTS: A[2] / RD[4] / 0.90 / 4
[per-stage QoR]
| step | hold slack, ns | power, mW | std cells | setup TNS [ns] | setup slack (ns) |
|---|---|---|---|---|---|
| finish | 0.899 | 0.291 | 156 | -0.0996 | -0.0376 |
| global route | 0.933 | 0.317 | 156 | -0.731 | -0.0782 |
| CTS | 0.897 | 0.277 | 156 | -0.104 | -0.0386 |
| detailed placement | 1.64 | 0.225 | 138 | -26.07 | -0.996 |
| global placement | 1.64 | 0.225 | 138 | -25.29 | -0.960 |
| floorplan | 0.547 | 0.0970 | 63 | 0 | 0.00336 |
[cell usage after synthesis, drive strengths merged]
master / number / area, um^2
a21boi: 1 / 7.51
a21o: 2 / 15.0
a21oi: 2 / 10.0
a22o: 3 / 26.3
a31oi: 1 / 6.26
and2: 2 / 12.5
and3: 1 / 6.26
buf: 18 / 146
conb: 2 / 7.51
ha: 6 / 75.1
inv: 4 / 15.0
mux2: 1 / 15.0
mux2i: 3 / 30.0
nand2: 1 / 3.75
nand2b: 2 / 12.5
nand3: 1 / 5.00
nor2: 4 / 15.0
nor2b: 1 / 6.26
nor3: 1 / 5.00
o21ai: 1 / 5.00
o2bb2ai: 1 / 8.76
o31ai: 1 / 7.51
or2: 1 / 6.26
xnor2: 1 / 8.76
xor2: 1 / 8.76
[timing repair]
action,CTS,global route
setup buffers,18,0
gates resized,155,9
gates cloned,3,0
setup endpoints to repair,29,27
pin swaps,15,8
Power figures rest on the tool's default switching activity, not on a simulated workload.
