$ cat ./run.sh
#!/bin/bash
# OpenROAD 26Q1-2900-gdf79404cd8, Yosys 0.63+post, stock flow scripts
make -C /OpenROAD-flow-scripts/flow DESIGN_CONFIG=/design/flow/config.mk WORK_HOME=/design/flow/orfs finish
$ cat ./config.mk
export PLATFORM = sky130hd
export DESIGN_NAME = data_memory
export DESIGN_NICKNAME = data_memory
export VERILOG_FILES = /design/flow/design.v
export SDC_FILE = /design/flow/constraint.sdc
export NUM_CORES = 4
export LEC_CHECK = 1
export CORE_UTILIZATION = 50
export SYNTH_MEMORY_MAX_BITS = 65536
$ cat ./constraint.sdc
current_design data_memory

set clk_period 112.8
set clk_io_pct 0.2

create_clock -name clk0 -period $clk_period [get_ports {clk}]

set non_clock_inputs [all_inputs -no_clocks]
set_input_delay [expr $clk_period * $clk_io_pct] -clock clk0 $non_clock_inputs
set_output_delay [expr $clk_period * $clk_io_pct] -clock clk0 [all_outputs]
$ cat ./design.v
module data_memory #(parameter width = 32, depth = 1024)( 
input wire clk,
input wire [$clog2(depth)-1:0] A,
input wire WE,RE,
input wire [width-1:0] WD,
output reg read_ready, finished_writing,
output reg [width-1:0] RD );
reg [width-1:0] mem [depth-1:0];
always @(posedge clk)
  begin
  if (WE)
  begin
      mem[A] <= WD;
      finished_writing <= 1;
  end
  else 
      finished_writing <= 0;
  end
always @(*)
  begin
  if(RE)
  begin
    RD = mem[A];
    read_ready = 1;
  end
  else
  begin
    RD = 0;
    read_ready = 0;
  end
  end
endmodule
==> results.sh <==
# physical design summary
export IMPL_cts_resized_gates=0
export IMPL_finalWeightedCongestion=0.970
export IMPL_cts_reportedPaths_clkPinSlew_ns=0.06
export IMPL_leakagePower_uw=0.466
export IMPL_synth_flops=32800
export IMPL_slew_headroom_pct=1.91
export IMPL_ant_nets=0
export IMPL_clock_sinks=32800
export IMPL_arrival_ns=35.68
export IMPL_clock_path_buffers=6
export IMPL_clkPwrFrac_pct=41.1
export IMPL_ff_type="edfxtp_1"
export IMPL_core_area_mm2=2.49
export IMPL_grtUsageTotal_pct=35.7
export IMPL_fill_cells=180000
export IMPL_synth_distinct_cells=67
export IMPL_ys_cells=62500
export IMPL_switching_share_pct=22.0
export IMPL_crit_fanout=80
export IMPL_cp_depth=25
export IMPL_syn_avg_cell_area_um2=20.0
export IMPL_yosys_warnings=1
export IMPL_die_w_um=1580
export IMPL_io_pins=79
export IMPL_chip_area_mm2=2.50
export IMPL_rsz0062_at_grt="false"
export IMPL_p_comb_share_pct=5.1
export IMPL_top_area_cell="edfxtp_1"
export IMPL_path_class="input port to output pin"
export IMPL_fp_dieH_um=1580
export IMPL_drive_above_1_share_pct=18.1
export IMPL_dp_hpwl_um=2390000
export IMPL_edf_count=32800
export IMPL_num_rows=579
export IMPL_drt_iter0_drc=46900
export IMPL_hold_class="input port to register"
export IMPL_status="completed"
export IMPL_num_vias=642000
export IMPL_drv_slew=0
export IMPL_antenna_found_initial=330
export IMPL_period_minus_slack_ns=58.24
export IMPL_cts_buffers=3249
export IMPL_cts_setup_buffers=0
export IMPL_root_buffer="clkbuf_16"
export IMPL_timing_final_hold_violations=0
export IMPL_crit_path_start_kind="input port"
export IMPL_p_int_uw=19400
export IMPL_power_density_mw_per_mm2=17.6
export IMPL_wirelength_um=3980000
export IMPL_seqPwrFrac_pct=53.9
export IMPL_path_common_cell="buf_4"
export IMPL_first_global_vias=668000
export IMPL_finalPower_uw=24900
export IMPL_finalHoldWorstSlack_ns=21.21
export IMPL_numPortBuffers=78
export IMPL_grt_max_degree=125
export IMPL_ys_async_sr_fraction_pct=0
export IMPL_drc=0
export IMPL_top_cell="edfxtp_1"
export IMPL_grt_ovfl_total=0
export IMPL_firstDrtPassIters=8
export IMPL_vias_per_cell=6.25
export IMPL_cts_hold_buffers_added=0
export IMPL_worstMarginPinSlew_ns=1.46
export IMPL_power_switching_uw=5460
export IMPL_irDropWorstVdd_mv=0.0199
export IMPL_critPathCaptureType="output pin"
export IMPL_critPathSlowestCell="buf_4"
export IMPL_setup_tns_ns=0
export IMPL_warnings=57
export IMPL_htree_levels=8
export IMPL_synthTopCellsByCount="edfxtp_1 (32.8k), mux2i_1 (11.1k), o22ai_1 (5090), mux4_2 (2578), buf_2 (1754)"
export IMPL_comb_area_mm2=0.253
export IMPL_required_ns=90.24
export IMPL_cpLargestDelayFamily="buffers and inverters"
export IMPL_synthesis_area_mm2=1.25
export IMPL_maxCapViolCount=0
export IMPL_top_area_share_pct=79.0
export IMPL_top_cells_by_area="edfxtp_1 (79%), mux2i_1 (8.9%), mux4_2 (4.7%)"
export IMPL_cts_tree="built"
export IMPL_synth_cells=62500
export IMPL_clock_fmax_ghz=0.0172
export IMPL_finalCritPeriodShare_pct=51.6
export IMPL_utilization_pct=56.9
export IMPL_grt_pass1_wl_um=5410000
export IMPL_crit_buf_inv=17
export IMPL_ys_area_mm2=1.25
export IMPL_synth_seq_share_pct=79.0
export IMPL_floorplanUtilization_pct=50.1
export IMPL_max_stage_delay_ns=0.71
export IMPL_whs_path_depth=1
export IMPL_area_growth_pct=13.4
export IMPL_wl_per_cell_um=38.8
export IMPL_setup_viol=0
export IMPL_regArea_mm2=0.984
-- layer usage --
layer / up-vias / share of wire, % / GRT usage, %
li1: 268000 / - / -
met1: 320000 / 28 / 40.6
met2: 46000 / 43 / 46.0
met3: 7482 / 23 / 34.0
met4: 486 / 5.7 / 15.3
met5: - / 0.52 / 7.28
-- cell usage in the layout, fill, tap and decap left out, types with 83 or more instances in the layout --
cell type	netlist	final
a21oi_1	376	375
a221oi_1	87	87
a22oi_1	824	824
buf_12	0	88
buf_4	319	4071
bufinv_16	0	141
clkbuf_1	1345	879
clkbuf_16	0	3297
clkinv_1	0	851
clkinv_2	0	481
diode_2	0	823
edfxtp_1	32800	32800
mux2_2	210	210
mux2i_1	11100	11100
mux4_2	2578	2578
nand2_1	592	527
nand3_1	395	391
nand3b_1	83	83
nand4_1	165	165
nor2_1	1348	312
nor2_4	0	1038
nor3_1	352	344
nor4_1	992	947
o2111ai_1	232	225
o211ai_1	117	117
o21ai_0	383	381
o221ai_1	221	221
o22ai_1	5090	5087
or4_1	255	253
-- stage by stage --
step | worst slack [ns] | instances | cell area, um^2
final | 54.56 | 103000 | 1410000
after global routing | 54.03 | 102000 | 1410000
after CTS | 54.70 | 102000 | 1410000
after detailed placement | 54.69 | 96000 | 1310000
after global placement | 54.65 | 96000 | 1310000
after floorplan | 65.22 | 62500 | 1250000
-- cell type report --
| cell class | instances | share of cell area [%] |
|---|---|---|
| inverters | 5 | 0.00310 |
| well taps | 33100 | 2.93 |
| clock buffers | 4176 | 6.07 |
| flip-flops and latches | 32800 | 69.6 |
| multi-input cells | 25900 | 17.9 |
| clock inverters | 1693 | 0.935 |
| repair buffers | 4236 | 2.36 |
| diodes | 823 | 0.146 |
-- state kept, by name (all words and copies together), names as in the netlist --
| signal | flops |
|---|---|
| finished_writing | 1 |
| mem | 32768 |
-- final timing paths --
kind  slack [ns]  startpoint               endpoint
max        54.56        A[1]                 RD[22]
min        21.21       WD[2]  mem[578][2]$_DFFE_PP_
-- power groups by stage --
stage,Sequential [uW],Clock [uW],Combinational [uW]
final,13400,10200,1260
after global routing,13400,10800,1310
after CTS,13400,10300,1230
-- kinds of logic (layout without fill, tap and decap cells) --
group	after synthesis	in the layout	share of synthesized area, %
and+or+nand+nor	4302	4302	1.74
other	0	823	0
AOI/OAI and AO/OA	7688	7688	4.04
buffers and inverters	3815	10100	1.49
muxes	13900	13900	13.8
DFF	32800	32800	79.0
Power and IR drop assume default switching activity.
